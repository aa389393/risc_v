## /design/flow/design.v

```verilog
module dff_set#(
    parameter DW = 32
)
(
    input clk,
    input rst,
    input [DW-1:0] set_data,
    input [DW-1:0] data_i,
    output reg [DW-1 :0] data_o
);
    always@(posedge clk or negedge rst)begin
        if(!rst)
            data_o <= set_data;
        else
            data_o <= data_i;
    end
endmodule
module ex(
    input [31:0] inst_i,
    input [31:0] inst_addr_i,
    input [31:0] op1_i,
    input [31:0] op2_i,
    input [4:0]  rd_addr_i,
    input        rd_wen_i,
    output reg [4:0]  rd_addr_o,
    output reg [31:0] rd_data_o,
    output reg        rd_wen_o
);
    wire [6:0] opcode;
    wire [4:0] rd;
    wire [2:0] func3;
    wire [4:0] rs1;
    wire [4:0] rs2;
    wire [6:0] func7;
    wire [11:0] imm;
    assign opcode   = inst_i[6:0];
    assign rd       = inst_i[11:7];
    assign func3    = inst_i[14:12];
    assign rs1      = inst_i[19:15];
    assign rs2      = inst_i[24:20];
    assign func7    = inst_i[31:25];
    assign imm      = inst_i[31:20];
    always@(*)begin
        case(opcode)
            7'b0010011:begin
                case(func3)
                    3'b000:begin
                        rd_data_o = op1_i + op2_i;
                        rd_addr_o = rd_addr_i;
                        rd_wen_o = 1'b1;
                    end
                    default:begin
                        rd_data_o = 32'b0;
                        rd_addr_o = 5'b0;
                        rd_wen_o = 1'b0;
                    end
                endcase
            end
            7'b0110011:begin
                case(func3)
                    3'b000:begin
                        if(func7 == 7'b000_0000)begin  
                            rd_data_o = op1_i + op2_i;
                            rd_addr_o = rd_addr_i;
                            rd_wen_o = 1'b1;
                        end
                        else begin  
                            rd_data_o = op2_i - op1_i;
                            rd_addr_o = rd_addr_i;
                            rd_wen_o = 1'b1;
                        end
                    end
                    default:begin
                        rd_data_o = 32'b0;
                        rd_addr_o = 5'b0;
                        rd_wen_o = 1'b0;
                    end
                endcase
            end
            default:begin
                rd_data_o = 32'b0;
                rd_addr_o = 5'b0;
                rd_wen_o = 1'b0;
            end
        endcase
    end
endmodule
module id(
    input [31:0] inst_i,
    input [31:0] inst_addr_i,
    output reg [4:0] rs1_addr_o,
    output reg [4:0] rs2_addr_o,
    input [31:0] rs1_data_i,
    input [31:0] rs2_data_i,
    output reg [31:0] inst_o,
    output reg [31:0] inst_addr_o,
    output reg [31:0] op1_o,
    output reg [31:0] op2_o,
    output reg [4:0] rd_addr_o,
    output reg      reg_wen
);
    wire [6:0] opcode;
    wire [4:0] rd;
    wire [2:0] func3;
    wire [4:0] rs1;
    wire [4:0] rs2;
    wire [6:0] func7;
    wire [11:0] imm;
    assign opcode   = inst_i[6:0];
    assign rd       = inst_i[11:7];
    assign func3    = inst_i[14:12];
    assign rs1      = inst_i[19:15];
    assign rs2      = inst_i[24:20];
    assign func7    = inst_i[31:25];
    assign imm      = inst_i[31:20];
    always@(*)begin
        inst_o      = inst_i;
        inst_addr_o = inst_addr_i;
        case(opcode)
            7'b0010011:begin
                case(func3)
                    3'b000:begin
                        rs1_addr_o  = rs1;
                        rs2_addr_o  = 5'b0;
                        op1_o       = rs1_data_i;
                        op2_o       = {{20{imm[11]}}, imm};
                        rd_addr_o   = rd;
                        reg_wen     = 1'b1;
                    end
                    default:begin
                        rs1_addr_o  = 5'b0;
                        rs2_addr_o  = 5'b0;
                        op1_o       = 32'b0;
                        op2_o       = 32'b0;
                        rd_addr_o   = 5'b0;
                        reg_wen     = 1'b1;
                    end
                endcase
            end
            7'b0110011:begin
                case(func3)
                    3'b000:begin
                        rs1_addr_o  = rs1;
                        rs2_addr_o  = rs2;
                        op1_o       = rs1_data_i;
                        op2_o       = rs2_data_i;
                        rd_addr_o   = rd;
                        reg_wen     = 1'b1;
                    end
                    default:begin
                        rs1_addr_o  = 5'b0;
                        rs2_addr_o  = 5'b0;
                        op1_o       = 32'b0;
                        op2_o       = 32'b0;
                        rd_addr_o   = 5'b0;
                        reg_wen     = 1'b1;
                    end
                endcase
            end
            default:begin
                        rs1_addr_o  = 5'b0;
                        rs2_addr_o  = 5'b0;
                        op1_o       = 32'b0;
                        op2_o       = 32'b0;
                        rd_addr_o   = 5'b0;
                        reg_wen     = 1'b1;
            end
        endcase
    end
endmodule
module id_ex(
    input clk,
    input rst,
    input [31:0] inst_i,
    input [31:0] inst_addr_i,
    input [31:0] op1_i,
    input [31:0] op2_i,
    input [4:0]  rd_addr_i,
    input        reg_wen_i,
    output [31:0] inst_o,
    output [31:0] inst_addr_o,
    output [31:0] op1_o,
    output [31:0] op2_o,
    output [4:0]  rd_addr_o,
    output        reg_wen_o
);
    dff_set #(32)dff1(clk, rst, 32'h00000013, inst_i, inst_o);
    dff_set #(32)dff2(clk, rst, 32'b0, inst_addr_i, inst_addr_o);
    dff_set #(32)dff3(clk, rst, 32'b0, op1_i, op1_o);
    dff_set #(32)dff4(clk, rst, 32'b0, op2_i, op2_o);
    dff_set #(5)dff5(clk, rst, 5'b0, rd_addr_i, rd_addr_o);
    dff_set #(1)dff6(clk, rst, 1'b0, reg_wen_i, reg_wen_o);
endmodule
module if_id(
    input clk, 
    input rst,
    input [31:0] inst_i,
    input [31:0] inst_addr_i,
    output [31:0] inst_addr_o,
    output [31:0] inst_o
);
    dff_set #(32) dff1(clk, rst, 32'h00000013, inst_i, inst_o);
    dff_set #(32) dff2(clk, rst, 32'b0, inst_addr_i, inst_addr_o);
endmodule
module ifetch(
    input [31:0] pc_addr_i,
    input [31:0] rom_inst_i,
    output [31:0] if2rom_addr_o,
    output [31:0] inst_addr_o,
    output [31:0] inst_o
);
    assign if2rom_addr_o = pc_addr_i;
    assign inst_addr_o = pc_addr_i;
    assign inst_o = rom_inst_i;
endmodule
module open_risc_v(
    input           clk, 
    input           rst,
    input  [31:0]   inst_i,
    output [31:0]   inst_addr_o
);
    wire [31:0] pc_reg_pc_o;
    wire [31:0] if_inst_addr_o;
    wire [31:0] if_inst_o;
    wire [31:0] if_id_inst_addr_o;
    wire [31:0] if_id_inst_o;
    wire [4:0]  id_rs1_addr_o;
    wire [4:0]  id_rs2_addr_o;
    wire [31:0] id_inst_o;
    wire [31:0] id_inst_addr_o;
    wire [31:0] id_op1_o;
    wire [31:0] id_op2_o;
    wire [4:0]  id_rd_addr_o;
    wire        id_reg_wen;
    wire [31:0] regs_reg1_rdata_o;
    wire [31:0] regs_reg2_rdata_o;
    wire [31:0] id_ex_inst_o;
    wire [31:0] id_ex_inst_addr_o;
    wire [31:0] id_ex_op1_o;
    wire [31:0] id_ex_op2_o;
    wire [4:0]  id_ex_rd_addr_o;
    wire        id_ex_reg_wen;
    wire [4:0] ex_rd_addr_o;
    wire [31:0] ex_rd_data_o;
    wire        ex_rd_wen_o;
    pc_reg pc_reg_inst(
        .clk    (clk),
        .rst    (rst),
        .pc_o   (pc_reg_pc_o)
    );
    ifetch ifetch_inst(
        .pc_addr_i      (pc_reg_pc_o    ),
        .rom_inst_i     (inst_i         ),
        .if2rom_addr_o  (inst_addr_o    ),
        .inst_addr_o    (if_inst_addr_o ),
        .inst_o         (if_inst_o      )
    );
    if_id if_id_inst(
        .clk            (clk                ), 
        .rst            (rst                ),
        .inst_i         (if_inst_o          ),
        .inst_addr_i    (if_inst_addr_o     ),
        .inst_addr_o    (if_id_inst_addr_o  ),
        .inst_o         (if_id_inst_o       )
    );
    id id_inst(
        .inst_i         (if_id_inst_o),
        .inst_addr_i    (if_id_inst_addr_o),
        .rs1_addr_o     (id_rs1_addr_o),
        .rs2_addr_o     (id_rs2_addr_o),
        .rs1_data_i     (regs_reg1_rdata_o),
        .rs2_data_i     (regs_reg2_rdata_o),
        .inst_o         (id_inst_o),
        .inst_addr_o    (id_inst_addr_o),
        .op1_o          (id_op1_o),
        .op2_o          (id_op2_o),
        .rd_addr_o      (id_rd_addr_o),
        .reg_wen        (id_reg_wen)
    );
    regs regs_inst(
        .clk            (clk),
        .rst            (rst),
        .reg1_raddr_i   (id_rs1_addr_o),
        .reg2_raddr_i   (id_rs2_addr_o),
        .reg1_rdata_o   (regs_reg1_rdata_o),
        .reg2_rdata_o   (regs_reg2_rdata_o),
        .reg_waddr_i    (ex_rd_addr_o),
        .reg_wdata_i    (ex_rd_data_o),
        .reg_wen        (ex_rd_wen_o)
    );  
    id_ex id_ex_inst(
        .clk            (clk),
        .rst            (rst),
        .inst_i         (id_inst_o),
        .inst_addr_i    (id_inst_addr_o),
        .op1_i          (id_op1_o),
        .op2_i          (id_op2_o),
        .rd_addr_i      (id_rd_addr_o),
        .reg_wen_i      (id_reg_wen),
        .inst_o         (id_ex_inst_o),
        .inst_addr_o    (id_ex_inst_addr_o),
        .op1_o          (id_ex_op1_o),
        .op2_o          (id_ex_op2_o),
        .rd_addr_o      (id_ex_rd_addr_o),
        .reg_wen_o      (id_ex_reg_wen)
    );
    ex ex_inst(
        .inst_i         (id_ex_inst_o),
        .inst_addr_i    (id_ex_inst_addr_o),
        .op1_i          (id_ex_op1_o),
        .op2_i          (id_ex_op2_o),
        .rd_addr_i      (id_ex_rd_addr_o),
        .rd_wen_i       (id_ex_reg_wen),
        .rd_addr_o      (ex_rd_addr_o),
        .rd_data_o      (ex_rd_data_o),
        .rd_wen_o       (ex_rd_wen_o)
    );
endmodule 
module pc_reg(
    input clk,
    input rst,
    output reg [31:0] pc_o
);
    always@(posedge clk)begin
        if(!rst)
            pc_o <= 32'b0;
        else
            pc_o <= pc_o + 3'd4;     
    end
endmodule 
module regs(
    input clk,
    input rst,
    input [4:0] reg1_raddr_i,
    input [4:0] reg2_raddr_i,
    output reg [31:0] reg1_rdata_o,
    output reg [31:0] reg2_rdata_o,
    input [4:0]  reg_waddr_i,
    input [31:0] reg_wdata_i,
    input        reg_wen
);  
    reg [31:0] regs[0:31]; 
    integer i;
    always@(*)begin
        if(!rst)
            reg1_rdata_o <= 32'b0;
        else if(reg1_raddr_i == 5'b0)
            reg1_rdata_o <= 32'b0;
        else if(reg_wen && reg1_raddr_i == reg_waddr_i)
            reg1_rdata_o <= reg_wdata_i;
        else
            reg1_rdata_o <= regs[reg1_raddr_i];
    end
    always@(*)begin
        if(!rst)
            reg2_rdata_o <= 32'b0;
        else if(reg2_raddr_i == 5'b0)
            reg2_rdata_o <= 32'b0;
        else if(reg_wen && reg2_raddr_i == reg_waddr_i)
            reg2_rdata_o <= reg_wdata_i;
        else
            reg2_rdata_o <= regs[reg2_raddr_i];
    end
    always@(posedge clk)begin 
        if(!rst)begin
            for(i=0; i < 31; i = i + 1)begin
                regs[i] <= 32'b0;
            end
        end
        else if(reg_wen && reg_waddr_i != 5'b0)begin
            regs[reg_waddr_i] <= reg_wdata_i;
        end
    end
endmodule
```

## /design/flow/run.sh

```bash
#!/bin/bash
# OpenROAD 26Q1-2900-gdf79404cd8, Yosys 0.63+post, stock flow scripts
make -C /OpenROAD-flow-scripts/flow DESIGN_CONFIG=/design/flow/config.mk WORK_HOME=/design/flow/orfs finish
```

## /design/flow/config.mk

```make
export PLATFORM = sky130hd
export DESIGN_NAME = open_risc_v
export DESIGN_NICKNAME = open_risc_v
export VERILOG_FILES = /design/flow/design.v
export SDC_FILE = /design/flow/constraint.sdc
export NUM_CORES = 4
export LEC_CHECK = 1
export CORE_AREA = 10 10 101 101
export DIE_AREA = 0 0 111 111
export SYNTH_HDL_FRONTEND = slang
```

## /design/flow/constraint.sdc

```tcl
current_design open_risc_v

set clk_period 4.0
set clk_io_pct 0.2

create_clock -name clk0 -period $clk_period [get_ports {clk}]

set non_clock_inputs [all_inputs -no_clocks]
set_input_delay [expr $clk_period * $clk_io_pct] -clock clk0 $non_clock_inputs
set_output_delay [expr $clk_period * $clk_io_pct] -clock clk0 [all_outputs]
```

==> metrics.cfg <==
[status]
status = finished, final reports clean

[global_route]
grt-ovfl-total = 0
groute.usage.overall = 0.0568
grt_pass1_vias = 1146
grt_pass1_wl_um = 5870
grt_antenna_before_repair = 0
grt_max_degree = 29

[sta]
clock_skew_ns = 0.00891
rsz0062_at_grt = false
setup_viol = 0
max_freq_mhz = 433
hold_violations = 0
slew_headroom = 0.649
tightest_slew_ns = 0.527
maxSlewViolCount = 0
post-route-min-period_ns = 2.31
setup_tns_ns = 0
period_used_share = 0.577

[setup_path]
crit_required_ns = 4.21
crit_path_start_kind = flip-flop
crit_family = simple AND/OR/NAND/NOR gates
crit_path_end_kind = flip-flop
cp_cell_sequence = ha_1, nand4_2, or3_1, or4_1, a21oi_1
cp_max_fo = 12
cp_slowest_cell = or3_1
crit_type = flip-flop to flip-flop
critical_path_buf_inv_count = 0
crit_arrival_ns = 2.52
cp_slowest_stage_delay_ns = 0.61

[cells_and_area]
design_area_um2 = 1870
postLayoutCoreUtil = 0.230
drive_gt1_frac = 0.0681
layout_top_cells = clkdlybuf4s50_1 (31), dfxtp_1 (30), a21oi_1 (15)
logic_area_um2 = 728
lay_top_count = clkdlybuf4s50_1
area_delta_synth_final_pct = 35.1
top_regs = pc_reg_inst.pc_o (30)
fillerInstances = 887
regArea_um2 = 601
largest_reg_flops = 30
largest_register = pc_reg_inst.pc_o

[die]
fp-utilization = 0.170
rows = 33
chipArea_um2 = 12300
fp.dieW_um = 111
core_um2 = 8130
io-pin-count = 66
die_height_um = 111

[synthesis]
xor_area_frac = 0.0759
netlist_instances = 158
mux_area_frac = 0.00723
flop_cell = dfxtp_1
synthTopCellsByArea = dfxtp_1 (43%), a21oi_1 (5.4%), xnor2_1 (5.1%)
topCombFamilyByArea = simple AND/OR/NAND/NOR gates
synth_chip_area_um2 = 1380
yosysWarnings = 0
synth_cell_type_count = 34
synth_area_per_cell_um2 = 8.76
async_flop_share = 0
synth_area_um2 = 1380
yosys-stat-cells = 158
top_area_frac = 0.434
synthSimpleGateAreaFrac = 0.306
largest_area_cell = dfxtp_1
synth-adder-area-share = 0.00904
synthAoiAreaFrac = 0.123
ys.flops = 30
postSynthSeqShare = 0.434
synth-edff-count = 0

[cts]
cts_buffers = 5
clockBufferDepth = 2
clock_latency_ns = 0.28
cts-root-buf = clkbuf_8
ctsHoldBuffers = 0
cts_resized = 0
h-tree-depth = 2
cts_tree = done
cts.sink_count = 30
cts_setup_buffers = 0
cts.reportedPaths.clkPinSlew_ns = 0.07

[placement]
port_buffers = 31
placed_area_um2 = 1780
dpl.hpwl_um = 2610
gp_congestion = 0.797

[detailed_routing]
route.detailed.drc = 0
drt_iter0_markers = 67
wirelength_um = 3590
wl_per_cell_um = 12.1
antenna_cells = 0
first_pass_iters = 4
ant_nets = 0
routed-via-count = 1261
viasPerCell = 4.26

[flow_run]
warnings = 57
max_cap_viol_count = 0

[power]
p_per_area_nw_per_um2 = 306
irDropWorstVdd_uv = 103
leakage_nw = 0.549
power.total_w = 0.000571

[worst_hold_path]
hold_path_class = flip-flop to flip-flop

==> path summary, 6_finish.rpt <==
path	startpoint	to	slack [ns]	cells after the start
worst min register to register	pc_reg_inst.pc_o[31]	pc_reg_inst.pc_o[31]	0.49	2
worst max register to register	pc_reg_inst.pc_o[2]	pc_reg_inst.pc_o[26]	1.69	5
worst max-delay path	pc_reg_inst.pc_o[2]	pc_reg_inst.pc_o[26]	1.69	5
worst min-delay path	pc_reg_inst.pc_o[31]	pc_reg_inst.pc_o[31]	0.49	2
==> layout make-up <==
type / instances / share of cell area
flip-flops and latches: 30 / 0.321
well taps: 105 / 0.0703
clock buffers: 7 / 0.0462
clock inverters: 1 / 0.00268
repair buffers: 31 / 0.166
inverters: 2 / 0.00402
multi-input cells: 120 / 0.390
==> cells by family after synthesis <==
logic type | after synthesis
adder cells (fa/ha/maj) | 1
flip-flops | 30
AND/OR/NAND/NOR | 74
buffers and inverters | 9
XOR/XNOR | 12
AND-OR/OR-AND | 30
other | 1
multiplexers | 1
==> layer usage <==
metal  part of all wire  routed length (µm)  global-route usage
met1               0.46                1640              0.0733
met2               0.43                1560              0.0818
met3               0.10                 359              0.0328
met4             0.0081                  29             0.00868
met5                  0                   0                   0
==> tightest hold or removal path, delay by kind of cell (launching register included) <==
kind,cells,cell delay (ns)
flip-flops,1,0.32
AND-OR/OR-AND,2,0.13
==> where the power goes <==
group          internal, W  switching, W
Combinational   0.00000765    0.00000823
Sequential        0.000301    0.00000420
Clock             0.000139      0.000111
==> synth_stat cells, types with 2 or more instances <==
master and instances:
a21oi_1 15, and4_1 3, buf_2 2, buf_4 2
buf_6 2, dfxtp_1 30, nand2_1 13, nand3_1 7
nand4_1 6, nor2_1 14, nor3_1 2, nor4_1 4
o21ai_0 2, o21ai_1 5, o31ai_1 8, or3_1 7
or4_1 9, xnor2_1 8, xor2_1 4
==> per-stage QoR <==
| step | std cells | setup WS [ns] | hold slack [ns] |
|---|---|---|---|
| 6_report | 296 | 1.69 | 0.491 |
| 3_5_place_dp | 288 | 1.70 | 0.483 |
| 3_3_place_gp | 288 | 1.75 | 0.472 |
| 5_1_grt | 296 | 1.51 | 0.508 |
| 2_1_floorplan | 159 | 1.98 | 0.439 |
| 4_1_cts | 296 | 1.69 | 0.493 |
Power and IR drop assume default switching activity.
